## flow/constraint.sdc

```tcl
current_design axi_lite_dut

set clk_period 3.9
set clk_io_pct 0.2

create_clock -name clk0 -period $clk_period [get_ports {clk}]

set non_clock_inputs [all_inputs -no_clocks]
set_input_delay [expr $clk_period * $clk_io_pct] -clock clk0 $non_clock_inputs
set_output_delay [expr $clk_period * $clk_io_pct] -clock clk0 [all_outputs]
```

## flow/design.v

```verilog
module axi_lite_dut (
  input logic         clk,
  input logic         reset_n,
  input logic [31:0]  awaddr,
  input logic         awvalid,
  output logic        awready,
  input logic [31:0]  wdata,
  input logic         wvalid,
  output logic        wready,
  output logic        bvalid,
  input logic         bready,
  input logic [31:0]  araddr,
  input logic         arvalid,
  output logic        arready,
  output logic [31:0] rdata,
  output logic        rvalid,
  input logic         rready
);
  logic [31:0] mem [0:255];
  always_ff @(posedge clk or negedge reset_n) begin
    if (!reset_n) begin
      awready <= 0;
      wready  <= 0;
      bvalid  <= 0;
    end else begin
      awready <= !awready && awvalid;
      wready  <= !wready && wvalid;
      if (awvalid && awready && wvalid && wready) begin
        mem[awaddr[7:0]] <= wdata;
        bvalid <= 1;
      end
      if (bvalid && bready)
        bvalid <= 0;
    end
  end
  always_ff @(posedge clk or negedge reset_n) begin
    if (!reset_n) begin
      arready <= 0;
      rvalid  <= 0;
    end else begin
      arready <= !arready && arvalid;
      if (arvalid && arready) begin
        rdata <= mem[araddr[7:0]];
        rvalid <= 1;
      end
      if (rvalid && rready)
        rvalid <= 0;
    end
  end
endmodule
```

## flow/config.mk

```make
export PLATFORM = sky130hd
export DESIGN_NAME = axi_lite_dut
export DESIGN_NICKNAME = axi_lite_dut
export VERILOG_FILES = /design/flow/design.v
export SDC_FILE = /design/flow/constraint.sdc
export NUM_CORES = 4
export LEC_CHECK = 1
export CORE_UTILIZATION = 50
```

## flow/run.sh

```bash
#!/bin/bash
# OpenROAD 26Q1-2900-gdf79404cd8, Yosys 0.63+post, stock flow scripts
make -C /OpenROAD-flow-scripts/flow DESIGN_CONFIG=/design/flow/config.mk WORK_HOME=/design/flow/orfs finish
```

==> qor.yml <==
max_stage_delay_ps: 830
ios: 140
dieHeight_um: 776
io_buffers: 91
final_util_pct: 63.5
skew_ps: 105
cp_cell_sequence: "a22o_1 > a222oi_1 > o2111ai_4 > buf_8 > nor4_4 > buf_4 > nand4_1 > buf_12 > or4_1 > mux2_4"
outcome: "complete, but fails checks"
clkTransAtPathRegs_ps: 60
p_total_mw: 182
fin_crit_sh_pct: 116
core_area_mm2: 0.595
synth_area_per_cell_um2: 18.4
yosysUniqueCellTypes: 65
postRouteAntennaNets: 0
failed_checks: "setup timing"
top_cells_by_count: "8,224 x edfxtp_1, 2,642 x a22oi_1, 803 x clkbuf_1"
p_leak_nw: 122
fp_util_pct: 50.3
die_x_um: 776
area_growth_syn_to_layout_pct: 26.2
top_cell: "edfxtp_1"
root_buffer: "clkbuf_16"
reg2reg_setup_slack_ps: -620
cp_top_family: "simple AND/OR/NAND/NOR gates"
top_area_share_pct: 82.5
slew_viol_final: 0
holdWs_ps: 23.1
gr-total-overflow: 0
vias: 196833
edf_count: 8224
grt_pass1_wl_mm: 1930
antenna_found_initial: 191
top_area_cell: "edfxtp_1"
max_freq_mhz: 221
finalInstanceArea_mm2: 0.378
async_reset_ff_share_pct: 0.0608
ir_worst_vdd_v: 0.000547
finalWorstSetupSlack_ps: -617
htree_levels: 6
area_leaders: "edfxtp_1 83%, a22oi_1 6.6%, a222oi_1 1.3%"
chipArea_mm2: 0.602
setup_tns_ps: -2390
drive_above_1_share_pct: 25.9
synthesis.area_mm2: 0.299
routed_wl_mm: 1520
stdcell_count: 28515
numSynthFlops: 8229
drc: 0
vias_per_cell: 6.90
yosys_warnings: 2
cts_tree: "done"
warning_count: 106
relSlewSlack_pct: 6.49
critPathKind: "flip-flop to flip-flop"
placed_area_mm2: 0.348
min_period_ps: 4520
cp_slowest_cell: "nand4_1"
crit_required_ps: 4850
hold_viol: 0
cp_max_fo: 1
grt_max_degree: 119
cts-buffers-inserted: 818
gr-usage-all-layers_pct: 56.9
wl_per_cell_um: 53.2
clk_latency_ps: 1270
setup_viol_count_final: 19
ys_seq_share_pct: 82.6
drt_iter0_markers: 19882
pre_cts_slack_ps: -2310
cp.arrival_ps: 5470
cp-end-kind: "flip-flop"
hp-class: "input port to flip-flop"
tightest_slew_ps: 1400
ys_cells: 16261
worst-path-buf-inv: 3
drt_pre_antenna_iters: 9
place.gp.congestion: 1.16
critPathLaunchType: "flip-flop"
synthFlopType: "edfxtp_1"
cts_buffer_depth: 4
hpwl_mm: 1110
clock_sinks: 8229
drv_cap: 0
grt_setup_unrepaired: "yes"
ys_area_mm2: 0.299
first_global_vias: 197502
num_rows: 283
synth_cells: 16261
power_density_mw_per_mm2: 482
dpl.cell_count: 26560
worst paths after layout:
kind	from	end	cells past startpoint
min in group asynchronous	reset_n	awready	3
min	wdata[22]	mem[137][22]	1
max	mem[250][10]	rdata[10]	10
max reg2reg	mem[250][10]	rdata[10]	10
min reg2reg	awready	awready	1
max in group asynchronous	reset_n	bvalid	3
logic make-up after synthesis:
kind of cell / after synthesis / synth area share, %
flops: 8229 / 82.6
buf+inv: 1107 / 1.47
simple gates: 2372 / 4.19
compound gates: 4516 / 11.7
xor+xnor: 2 / 0.00585
mux: 35 / 0.127
worst register-to-register path: stages, from the launching register on:
cell and delay, ps:
edfxtp_1 360, a22o_1 250, a222oi_1 580, o2111ai_4 240
buf_8 230, nor4_4 470, buf_4 210, nand4_1 830
buf_12 440, or4_1 390, mux2_4 280
area by class of cell:
cell class / instances / area, µm²
Multi-Input combinational cell: 6925 / 52600
Antenna cell: 360 / 901
Inverter: 10 / 37.5
Clock buffer: 994 / 21100
Sequential cell: 8229 / 247000
Clock inverter: 515 / 5220
Timing Repair Buffer: 3502 / 40800
Fill cell: 40460 / 217000
Tap cell: 7980 / 9980
layout by cell type, fill, tap and decap left out, drive strengths merged, types with 156 or more instances in the layout:
cell	instances
clkbuf	998
and3	390
nor4	262
edfxtp	8224
a22o	358
o22ai	414
a222oi	386
a221oi	156
nand4	298
a21oi	162
nand2	391
clkinv	443
diode	360
nor2	511
nand3	247
a22oi	2642
buf	3429
sequential cells by signal (all words and copies together) (netlist names):
signal,flops
awready,1
mem,8192
rvalid,1
bvalid,1
arready,1
rdata,32
wready,1
routing by layer:
layer  track usage, %  part of all wire [%]  vias to the layer above
met2             65.8                    39                    19393
met4             35.6                   8.7                      447
li1                 -                     -                    76409
met1             59.9                    26                    96410
met3             58.6                    24                     4174
met5             34.9                   1.7                        -
power breakdown:
group	leakage, nW	switching, mW	internal (mW)
sequential	74.0	0.0601	97.3
combinational	35.8	5.27	1.92
clock	12.8	34.9	42.6
total	122	40.3	142
timing repair:
| action | in CTS | in global routing |
|---|---|---|
| gates cloned | 0 | 2 |
| gates resized | 54 | 176 |
| hold buffers | 17 | 0 |
| setup buffers | 17 | 57 |
| endpoints found under the setup margin | 27 | 32 |
| pin swaps | 20 | 72 |
| hold endpoints to repair | 198 | 0 |
No activity file was given, so power comes from the tool's default toggle rates.
