<file path="flow/constraint.sdc">
current_design axi_lite_driver

set clk_period 2.0
set clk_io_pct 0.2

create_clock -name clk0 -period $clk_period [get_ports {clk}]

set non_clock_inputs [all_inputs -no_clocks]
set_input_delay [expr $clk_period * $clk_io_pct] -clock clk0 $non_clock_inputs
set_output_delay [expr $clk_period * $clk_io_pct] -clock clk0 [all_outputs]
</file>
<file path="flow/config.mk">
export PLATFORM = sky130hd
export DESIGN_NAME = axi_lite_driver
export DESIGN_NICKNAME = axi_lite_driver
export VERILOG_FILES = /design/flow/design.v
export SDC_FILE = /design/flow/constraint.sdc
export NUM_CORES = 4
export LEC_CHECK = 1
export CORE_AREA = 10 10 70 70
export DIE_AREA = 0 0 80 80
</file>
<file path="flow/design.v">
module axi_lite_driver (
  input  logic        clk,
  input  logic        reset_n,
  output logic [31:0] awaddr,
  output logic        awvalid,
  input  logic        awready,
  output logic [31:0] wdata,
  output logic        wvalid,
  input  logic        wready,
  input  logic        bvalid,
  output logic        bready,
  output logic [31:0] araddr,
  output logic        arvalid,
  input  logic        arready,
  input  logic [31:0] rdata,
  input  logic        rvalid,
  output logic        rready
);
  typedef enum {IDLE, WRITE, READ} state_t;
  state_t state;
  initial begin
    awaddr = 32'h10;
    awvalid = 0;
    wdata  = 32'hABCD1234;
    wvalid = 0;
    bready = 1;
    araddr = 32'h10;
    arvalid = 0;
    rready = 1;
  end
  always_ff @(posedge clk or negedge reset_n) begin
    if (!reset_n) begin
      state <= IDLE;
    end else begin
      case (state)
        IDLE: begin
          awvalid <= 1;
          wvalid  <= 1;
          state <= WRITE;
        end
        WRITE: begin
          if (awready && wready) begin
            awvalid <= 0;
            wvalid  <= 0;
          end
          if (bvalid) begin
            arvalid <= 1;
            state <= READ;
          end
        end
        READ: begin
          if (arready)
            arvalid <= 0;
        end
      endcase
    end
  end
endmodule
</file>
<file path="flow/run.sh">
#!/bin/bash
# OpenROAD 26Q1-2900-gdf79404cd8, Yosys 0.63+post, stock flow scripts
make -C /OpenROAD-flow-scripts/flow DESIGN_CONFIG=/design/flow/config.mk WORK_HOME=/design/flow/orfs finish
</file>
==> qor.csv <==
stage,metric,value,unit
worst_setup_path,critical_path.reg2reg.startpoint,state[2],
worst_setup_path,reg2reg_slack,1.00,ns
grt,busiest_layer,met2,
cts,clk_latency,0.24,ns
placement,hpwlAfterDp,1.55,mm
worst_setup_path,start_kind,flip-flop,
sta,slew_viol_final,0,
placement,portBuffers,8,
cts,cts_tree,built,
sta,finalCritPeriodShare,71.5,%
run,cap_viol_max_count,0,
worst_setup_path,cp_num_buf_inv,1,
final_layout,mostFrequentLayoutCells,"99 x conb_1, 8 x clkdlybuf4s50_1, 3 x inv_1, 3 x clkbuf_4",
die,coreArea,3420,µm²
worst_setup_path,crit_fanout,2,
pwr,peakVddDrop,0.145,mV
final_layout,final_area,741,µm²
grt,use_met2,6.90,%
sta,rsz0062_at_grt,false,
yosys,ys_chip_area,956,µm²
die,row_count,21,
yosys,ys_seq_elements,5,
cts,hold_buffers,0,
detailed_routing,drc,0,
worst_setup_path,cp_top_family,buffers and inverters,
final_layout,drive_above_1_share,5.51,%
worst_setup_path,slowest_delay,0.46,ns
worst_setup_path,timing.rr.end,arvalid,
cts,clkSlewWorstSetupHoldPaths,0.04,ns
cts,ctsResizeCount,0,
worst_setup_path,required,1.60,ns
run,tool_warnings,58,
detailed_routing,drt_iter0_drc,1,
sta,skew,0.00362,ns
yosys,synthesis.area,956,µm²
worst_setup_path,r2r_cells,1,
final_layout,fillCellCount,393,
sta,fmax,699,MHz
sta,min_period,1.43,ns
grt,grt_util_met1,3.63,%
die,die_w,80,µm
cts,cts_buffer_depth,2,
detailed_routing,drt_pre_antenna_iters,2,
grt,globalRouteTotalUtil,3.77,%
grt,grt_max_degree,7,
detailed_routing,wl_per_cell,9.23,µm
yosys,ys_cells,117,
grt,grt_pass1_wl,2.08,mm
grt,grt_pass1_vias,490,
pwr,p_per_area,358,nW/µm²
yosys,netlist-cell-type-count,14,
yosys,synth_warnings,1,
detailed_routing,ant_nets,0,
cts,cts_sinks,5,
placement,gp_congestion,0.655,
run_status,outcome,"finished, final reports clean",
detailed_routing,vias,407,
worst_hold_path,worstHoldPathType,in -> async,
cts,cts-root-buf,clkbuf_4,
worst_setup_path,slowest_stage,clkdlybuf4s50_1,
worst_setup_path,cp_cell_sequence,clkdlybuf4s50_1,
sta,final-hold-violation-count,0,
final_layout,syn_to_final_growth,-22.5,%
final_layout,layout_top_cell,conb_1,
grt,grt_antenna_before_repair,0,
die,chipHeight,80,µm
placement,placed_area,714,µm²
sta,setup_tns,0,ns
worst_setup_path,cp.arrival,1.03,ns
die,initial_core_util,28.0,%
worst_setup_path,crit_type,reg -> out,
die,chip_area,6400,µm²
yosys,syn_area_per_cell,8.17,µm²
detailed_routing,viasPerCell,2.35,
cts,cts-htree-levels,1,
cts,cts_setup_buffers,0,
yosys,postSynthCellCount,117,
grt,grt_util_met3,2.16,%
yosys,synth_seq_share,14.3,%
detailed_routing,drt_wl_total,1.60,mm
pwr,p_leak,0.461,nW
sta,fin_hold_ws,0.393,ns
detailed_routing,diodes,0,
sta,final-setup-viol-count,0,
cts,numCtsBuffers,3,
grt,grt_overflow,0,
die,pin_count,140,
worst_setup_path,setup.worst_path.end_class,output port,
## state kept, by name, indices dropped and copies added, names as in the netlist
register  count
state         3
arvalid       1
awvalid       1
## synthesized netlist by cell type, drive strengths merged
master  count  area share [%]
inv         4             1.6
nand2       1            0.39
nand4       1            0.65
buf        99              78
o21ai       2             1.4
a21o        1            0.79
dfstp       1             2.7
edfxtp      2             6.3
conb        2            0.79
nand3b      1            0.79
dfrtp       2             5.2
a221oi      1             1.6
## area by class of cell
cell class / count / area, µm² / area share, %
flip-flops and latches: 5 / 136 / 18.4
repair buffers: 8 / 80.1 / 10.8
multi-input cells: 106 / 425 / 57.4
inverters: 4 / 15.0 / 2.03
well taps: 46 / 57.6 / 7.77
clock buffers: 4 / 26.3 / 3.55
## kinds of logic after synthesis
family / share of synthesized area, %
flip-flops: 14.3
other: 0.786
AND/OR/NAND/NOR: 1.83
buffers and inverters: 79.3
AND-OR/OR-AND: 3.80
## where the power goes
| group | total, W | switching [W] | internal (W) | leakage, nW |
|---|---|---|---|---|
| Clock | 0.000113 | 0.0000375 | 0.0000752 | 0.0150 |
| Combinational | 0.0000362 | 0.0000197 | 0.0000165 | 0.398 |
| Sequential | 0.000116 | 0.00000341 | 0.000113 | 0.0478 |
| Total | 0.000265 | 0.0000606 | 0.000204 | 0.461 |
## stage by stage
step	power, W	instances	setup slack (ns)	utilization, %
floorplan	0.000261	214	1.02	-
global placement	0.000160	169	0.408	20.9
detailed placement	0.000159	169	0.410	20.9
CTS	0.000277	173	0.548	21.7
global route	0.000297	173	0.521	21.7
finish	0.000265	173	0.570	21.7
## metal layers
| metal | share of wire [%] | wire, µm | vias up |
|---|---|---|---|
| met2 | 49 | 778 | 57 |
| met1 | 34 | 544 | 171 |
| met5 | 0 | 0 | - |
| li1 | - | - | 179 |
| met3 | 17 | 273 | 0 |
| met4 | 0 | 0 | 0 |
## worst max path at each step
stage / from / to / slack, ns / cells past startpoint
after CTS: awvalid / awvalid / 0.55 / 1
after global routing: awvalid / awvalid / 0.52 / 1
final: awvalid / wvalid / 0.57 / 1
Power and IR drop assume default switching activity.
